## flow/design.v

```verilog
`timescale 1ns / 1ps
module mod_exp (
        x,
        y,
        clk,
        rst_n,
        start,
        z,
        done
    );
    parameter k = 192;
    parameter logk = 8;
    parameter m = 192'hfffffffffffffffffffffffffffffffeffffffffffffffff;   
    parameter exp_2k = 192'h000000000000000100000000000000020000000000000001;   
    localparam one = {{k - 1{1'b0}}, 1'b1};
    localparam minus_m = {1'b0, ~m + 1'b1};
    localparam exp_k = ~m + 1'b1;   
    localparam IDLE = 5'd0, LOAD = 5'd1, START_TY = 5'd2, UPDATE_TY = 5'd3, START_E = 5'd4, UPDATE_E = 5'd5, CHOOSE = 5'd6,
               START_E2 = 5'd7, UPDATE_E2 = 5'd8, UPDATE_I = 5'd9, JUDGE_I = 5'd10, START_Z = 5'd11, UPDATE_Z = 5'd12;
    input [k-1:0] x;
    input [k-1:0] y;
    input clk;
    input rst_n;
    input start;
    output [k-1:0] z;
    output done;
    reg done;
    wire [k-1:0] operand1, operand2;
    reg [k-1:0] e, ty, reg_x;
    reg [logk-1:0] i_count;
    wire [k-1:0] result;
    reg update_e, update_ty, update_i, load, start_mul;
    wire mul_done;
    reg [1:0] control;
    wire equal_zero, xi;
    reg [4:0] current_state;
    reg [4:0] next_state;
    reg start_reg, start_pedge;
    reg mul_done_reg, mul_done_pedge;
    mod_mul #(
                .k   (k),
                .logk(logk),
                .m   (m)
            ) inst_mod_mul (
                .x    (operand1),
                .y    (operand2),
                .clk  (clk),
                .rst_n(rst_n),
                .start(start_mul),
                .z    (result),
                .done (mul_done)
            );
    assign operand1 = (control == 2'b00) ? y : e;
    assign operand2 = (control==2'b00)? exp_2k:(control==2'b01)? e:(control==2'b10)? ty: one;
    assign z = result;
    always @(posedge clk) begin : register_e
        if (load == 1'b1)
            e <= exp_k;
        else if (update_e == 1'b1)
            e <= result;
    end
    always @(posedge clk) begin : register_ty
        if (update_ty == 1'b1)
            ty <= result;
    end
    always @(posedge clk) begin : shift_register
        if (load == 1'b1)
            reg_x <= x;
    end
    assign xi = reg_x[i_count];
    reg [logk-1:0] i_count_reg;
    always @(posedge clk) begin : counter
        if (load == 1'b1) begin
            i_count <= k-1;   
            i_count_reg <= k-1;  
        end
        else if (update_i == 1'b1) begin
            i_count <= i_count - 1'b1;
            i_count_reg <= i_count;
        end
    end
    always @(posedge clk or negedge rst_n) begin : proc_current_state
        if (~rst_n) begin
            current_state <= IDLE;
        end
        else begin
            current_state <= next_state;
        end
    end
    always @(*) begin
        case (current_state)
            IDLE:   
                next_state = start ? LOAD : IDLE;
            LOAD:   
                next_state = START_TY;
            START_TY:   
                next_state = mul_done ? UPDATE_TY : START_TY;
            UPDATE_TY:   
                next_state = START_E;
            START_E:   
                next_state = mul_done ? UPDATE_E : START_E;
            UPDATE_E:   
                next_state = CHOOSE;
            CHOOSE:   
                next_state = xi ? START_E2 : UPDATE_I;
            START_E2:   
                next_state = mul_done ? UPDATE_E2 : START_E2;
            UPDATE_E2:   
                next_state = UPDATE_I;
            UPDATE_I:   
                next_state = JUDGE_I;
            JUDGE_I:   
                next_state = i_count_reg == 'd0 ? START_Z : START_E;
            START_Z:   
                next_state = mul_done ? UPDATE_Z : START_Z;
            UPDATE_Z:   
                next_state = start ? UPDATE_Z : IDLE;
            default:
                next_state = IDLE;
        endcase
    end
    always @(*) begin
        case (current_state)
            IDLE: begin
                control = 2'd0;
                load = 1'b0;
                update_ty = 1'b0;
                update_e = 1'b0;
                update_i = 1'b0;
                start_mul = 1'b0;
                done = 1'b0;
            end
            LOAD: begin
                control = 2'd0;
                load = 1'b1;
                update_ty = 1'b0;
                update_e = 1'b0;
                update_i = 1'b0;
                start_mul = 1'b0;
                done = 1'b0;
            end
            START_TY: begin
                control = 2'd0;
                load = 1'b0;
                update_ty = 1'b0;
                update_e = 1'b0;
                update_i = 1'b0;
                start_mul = 1'b1;
                done = 1'b0;
            end
            UPDATE_TY: begin
                control = 2'd0;
                load = 1'b0;
                update_ty = 1'b1;
                update_e = 1'b0;
                update_i = 1'b0;
                start_mul = 1'b0;
                done = 1'b0;
            end
            START_E: begin
                control = 2'd1;
                load = 1'b0;
                update_ty = 1'b0;
                update_e = 1'b0;
                update_i = 1'b0;
                start_mul = 1'b1;
                done = 1'b0;
            end
            UPDATE_E: begin
                control = 2'd1;
                load = 1'b0;
                update_ty = 1'b0;
                update_e = 1'b1;
                update_i = 1'b0;
                start_mul = 1'b0;
                done = 1'b0;
            end
            CHOOSE: begin
                control = 2'd0;
                load = 1'b0;
                update_ty = 1'b0;
                update_e = 1'b0;
                update_i = 1'b0;
                start_mul = 1'b0;
                done = 1'b0;
            end
            START_E2: begin
                control = 2'd2;
                load = 1'b0;
                update_ty = 1'b0;
                update_e = 1'b0;
                update_i = 1'b0;
                start_mul = 1'b1;
                done = 1'b0;
            end
            UPDATE_E2: begin
                control = 2'd2;
                load = 1'b0;
                update_ty = 1'b0;
                update_e = 1'b1;
                update_i = 1'b0;
                start_mul = 1'b0;
                done = 1'b0;
            end
            UPDATE_I: begin
                control = 2'd0;
                load = 1'b0;
                update_ty = 1'b0;
                update_e = 1'b0;
                update_i = 1'b1;
                start_mul = 1'b0;
                done = 1'b0;
            end
            JUDGE_I: begin
                control = 2'd0;
                load = 1'b0;
                update_ty = 1'b0;
                update_e = 1'b0;
                update_i = 1'b0;
                start_mul = 1'b0;
                done = 1'b0;
            end
            START_Z: begin
                control = 2'd3;
                load = 1'b0;
                update_ty = 1'b0;
                update_e = 1'b0;
                update_i = 1'b0;
                start_mul = 1'b1;
                done = 1'b0;
            end
            UPDATE_Z: begin
                control = 2'd3;
                load = 1'b0;
                update_ty = 1'b0;
                update_e = 1'b0;
                update_i = 1'b0;
                start_mul = 1'b1;
                done = 1'b1;
            end
            default: begin
                control = 2'd0;
                load = 1'b0;
                update_ty = 1'b0;
                update_e = 1'b0;
                update_i = 1'b0;
                start_mul = 1'b0;
                done = 1'b0;
            end
        endcase
    end
endmodule
`timescale 1ns / 1ps
module mod_mul (
        input [k-1:0] x,
        input [k-1:0] y,
        input clk,
        input rst_n,
        input start,
        output [k-1:0] z,
        output done
    );
    parameter k = 192;
    parameter logk = 8;
    parameter m = 192'hfffffffffffffffffffffffffffffffeffffffffffffffff;
    localparam minus_m = {1'b0, ~m+1'b1};
    localparam IDLE = 3'd0, LOAD = 3'd1, UPDATE = 3'd2, ENDING = 3'd3;
    reg load, update, done;
    reg [2:0] current_state, next_state;
    reg [logk-1:0] count;
    always @(posedge clk) begin : counter
        if (load) begin
            count <= 0;
        end
        else if (update) begin
            count <= count + 1'b1;
        end
    end
    reg [k-1:0] reg_x;
    always @(posedge clk) begin : shift_register
        if (load) begin
            reg_x = x;
        end
    end
    wire xi;
    assign xi = reg_x[count];
    reg [k:0] p;
    wire [k+1:0] a;
    assign a = xi? (p + y) : p;
    wire [k+1:0] b;
    assign b = a + m;
    wire [k:0] half_a, half_b;
    assign half_a = a[k+1:1], half_b = b[k+1:1];
    wire [k:0] next_p;
    assign next_p = (a[0] == 1'b0) ? half_a : half_b;
    always @(posedge clk) begin : parallel_register
        if (load) begin
            p = 'b0;
        end
        else if (update) begin
            p = next_p;
        end
    end
    wire [k:0] p_minus_m;
    assign p_minus_m = next_p + minus_m;
    assign z = (p_minus_m[k] == 1'b0) ? next_p[k-1:0] : p_minus_m[k-1:0];
    always @(posedge clk, negedge rst_n) begin : proc_current_state
        if (~rst_n) begin
            current_state <= IDLE;
        end
        else begin
            current_state <= next_state;
        end
    end
    always @(*) begin
        case (current_state)
            IDLE:
                next_state = start ? LOAD : IDLE;
            LOAD:
                next_state = UPDATE;
            UPDATE:  
                next_state = count == (k-2) ? ENDING : UPDATE;
            ENDING:
                next_state = start ? ENDING : IDLE;
            default:
                next_state = IDLE;
        endcase
    end
    always @(*) begin
        case (current_state)
            IDLE: begin
                load = 1'b0;
                update = 1'b0;
                done = 1'b0;
            end
            LOAD: begin
                load = 1'b1;
                update = 1'b0;
                done = 1'b0;
            end
            UPDATE: begin
                load = 1'b0;
                update = 1'b1;
                done = 1'b0;
            end
            ENDING: begin
                load = 1'b0;
                update = 1'b0;
                done = 1'b1;
            end
            default: begin
                load = 1'b0;
                update = 1'b0;
                done = 1'b0;
            end
        endcase
    end
endmodule
`timescale 1ns / 1ps
module rsa_decoder (
        input clk,
        input rst_n,
        input start,
        input [k-1:0] data_in,
        output [k-1:0] data_out,
        output done
    );
    parameter p = 67, q = 5, n = 3551, t = 3432, e = 5, d = 1373;
    parameter exp_2k = 2292;   
    parameter k = 12;
    parameter logk = 4;
    mod_exp #(
                .k     (k),
                .logk  (logk),
                .m     (n),
                .exp_2k(exp_2k)
            ) inst_mod_exp (
                .x    (d),
                .y    (data_in),
                .clk  (clk),
                .rst_n(rst_n),
                .start(start),
                .z    (data_out),
                .done (done)
            );
endmodule
```

## flow/run.sh

```bash
#!/bin/bash
# OpenROAD 26Q1-2900-gdf79404cd8, Yosys 0.63+post, stock flow scripts
make -C /OpenROAD-flow-scripts/flow DESIGN_CONFIG=/design/flow/config.mk WORK_HOME=/design/flow/orfs finish
```

## flow/config.mk

```make
export PLATFORM = sky130hd
export DESIGN_NAME = rsa_decoder
export DESIGN_NICKNAME = rsa_decoder
export VERILOG_FILES = /design/flow/design.v
export SDC_FILE = /design/flow/constraint.sdc
export NUM_CORES = 4
export LEC_CHECK = 1
export CORE_UTILIZATION = 40
```

## flow/constraint.sdc

```tcl
current_design rsa_decoder

set clk_period 15.7
set clk_io_pct 0.2

create_clock -name clk0 -period $clk_period [get_ports {clk}]

set non_clock_inputs [all_inputs -no_clocks]
set_input_delay [expr $clk_period * $clk_io_pct] -clock clk0 $non_clock_inputs
set_output_delay [expr $clk_period * $clk_io_pct] -clock clk0 [all_outputs]
```

==> Slide: Implementation Results <==
Synthesis and Place & Route Summary

Die
  – IO Pins: 28
  – Chip Area: between 10000 and 15000 um^2
  – Die X: ~110 um
  – FP Rows: roughly 40
  – Die height: between 100 and 150 um
  – Fp util: 0.409
  – Core Box Area: between 10000 and 15000 um^2

Yosys
  – Post-synthesis cell count from yosys: ~540
  – Top cells by area: dfxtp_1, edfxtp_1, ha_1, nor2_1, mux2_2
  – Post-synth EDFFs: 24
  – Syn Inst Count: 540
  – Synth Warn #: 3
  – Top_reg_cell synth: dfxtp_1
  – Yosys top cell by area: dfxtp_1
  – Yosys cell types: between 70 and 80
  – Post-synth regs: 69
  – Yosys stat area: about 4900 um^2
  – Avg Inst Size Synth: 9.09 um^2
  – Synth Seq Share: 0.339
  – Dominant cell area share: 0.151
  – Asr flop ratio synth: 0.116
  – Cell area after synthesis: a little under 5000 um^2

Detailed routing
  – DR iter-0 viols: roughly 260
  – Via density: around 5.7
  – Drt first pass iters: 4
  – Vias: 4098
  – Remaining antenna violation count after routing: 0
  – Inserted Diodes: 0
  – DRC: 0
  – Routed WL: ~13000 um
  – Routed wire per std cell: ~18 um

Timing
  – Final hold violations: 0
  – Period utilization: 0.681
  – F_max: ~0.094 GHz
  – Fin crit period: around 11000 ps
  – Final Max-Slew Violation Tally: 0
  – Relative slew slack: 0.456
  – Worst-Margin Slew: 816 ps
  – Setup violations, final: 0
  – Final Skew: 7.01 ps
  – TNS Setup: 0 ps
  – Hold WS: approximately 450 ps
  – RSZ-0062 raised after global routing: false

Power
  – Maximum vdd drop: around 0.11 mV
  – Power density over cell area: ~170 nW/um^2
  – Lkg Pwr: 2.28 nW
  – Overall power: roughly 0.94 mW

Min path
  – Worst hold path type: flop to flop

Clocking
  – CTS Hold Bufs: 0
  – Total CTS buffers: 9
  – Post-CTS sizing: 0
  – Clk buf depth: 2
  – Worst-path clk slew: approximately 50 ps
  – CTS tree: done
  – CTS root buf: clkbuf_16
  – H-tree levels: 3
  – Worst-Skew Late Latency: around 340 ps
  – CTS sink count: ~70
  – Setup Buffers After CTS: 0

Global route
  – Largest net degree at the start of global routing: 31
  – Vias in the first global route: around 3900
  – Antenna violations before repair: 0
  – Congestion Overflow GR: 0
  – GRT Overall Usage: 0.214
  – Global-route wire length before repair: between 20000 and 25000 um

Critical path
  – CP max FO: 29
  – Critical Path Max Stage Delay: 870 ps
  – Arrival time at the worst endpoint: roughly 7600 ps
  – R2r setup slk: 8760 ps
  – CP Capture Type: output port
  – CP required: around 13000 ps
  – Startpoint Class: flop
  – WS Path Type: flop to output port
  – Worst path slowest cell: dfrtp_1
  – Worst-path cell chain: nor2_1, a22oi_1, nand2b_1, and2_1, a22o_1, ha_1, a211o_1, a21oi_1, mux2_2, o31ai_1, o21bai_1, o21ai_0, a2111o_1, a21bo_1, a21o_2, xnor2_1, clkdlybuf4s50_1

Finish
  – Fin cells: between 700 and 800
  – Final core utilization: 0.470
  – Area delta synth->final: 14.9%
  – Max reg flops: 13
  – Layout cells sized above 1: 0.107

Placement
  – Routability cong.: about 0.92
  – Placed cells: 699
  – Detail Placement HPWL: 9730 um
  – Port bufs: 27

Job
  – Total of max-cap violations: 0
  – Tool warning count: 34

Run status
  – Status: finished, final reports clean
-- through the flow --
step | worst slack (ps) | cell area [um^2]
after detailed placement | 5440 | 5320
after global routing | 4490 | 5640
after CTS | 5030 | 5640
after floorplan | 7500 | 4910
final | 5010 | 5640
after global placement | 5570 | 5320
-- per-layer routing --
layer | part of all wire | track usage | up-vias
met5 | 0 | 0 | -
met4 | 0.020 | 0.0364 | 0
met3 | 0.054 | 0.0519 | 18
met2 | 0.46 | 0.340 | 91
met1 | 0.46 | 0.312 | 1946
li1 | - | - | 2043
-- layout by cell type (no fill, tap or decap), drive strengths merged, types with 9 or more instances in the layout --
cell / count
a211oi: 16
a21o: 9
a21oi: 22
clkbuf: 10
clkdlybuf4s50: 27
dfxtp: 37
edfxtp: 24
ha: 25
inv: 16
mux2: 19
mux2i: 18
nand2: 46
nand2b: 10
nand3: 12
nor2: 74
o21ai: 32
xnor2: 17
xor2: 13
-- power breakdown --
| group | total, mW | internal (mW) | leakage [nW] | switching [mW] |
|---|---|---|---|---|
| clock network | 0.219 | 0.143 | 0.158 | 0.0764 |
| logic | 0.456 | 0.201 | 1.50 | 0.255 |
| registers | 0.268 | 0.228 | 0.621 | 0.0401 |
-- cells by family (layout without fill, tap and decap cells) --
group / after synthesis / after routing / synth area share
adder cells (fa/ha/maj): 26 / 26 / 0.0678
AND-OR/OR-AND: 150 / 150 / 0.226
multiplexers: 40 / 40 / 0.0963
flip-flops: 69 / 69 / 0.339
AND/OR/NAND/NOR: 186 / 186 / 0.176
XOR/XNOR: 32 / 32 / 0.0627
buffers and inverters: 37 / 65 / 0.0324
-- final cells by class --
cell class | count | area (um^2)
fillers | 1112 | 6370
inverters | 16 | 60.1
multi-input cells | 434 | 3090
well taps | 147 | 184
clock inverters | 6 | 86.3
flip-flops and latches | 69 | 1660
clock buffers | 10 | 239
repair buffers | 33 | 315
-- critical path, delay by kind of cell (launching register included) --
family / cells / cell delay [ps]
multiplexers: 1 / 410
AND-OR/OR-AND: 10 / 3680
flip-flops: 1 / 870
buffers and inverters: 1 / 530
XOR/XNOR: 1 / 310
adder cells (fa/ha/maj): 1 / 290
AND/OR/NAND/NOR: 3 / 1130
-- synth_stat cells, types with 7 or more instances --
cell	instances
o21ai_0	30
dfxtp_1	37
clkbuf_1	15
a211oi_1	15
inv_1	16
ha_1	25
a31oi_1	7
dfrtp_1	7
nand3_1	12
xor2_1	13
mux2i_1	18
edfxtp_1	24
nand2_1	46
mux2_2	17
a21oi_1	21
xnor2_1	17
nor2_1	74
nand2b_1	9
nor3_1	7
-- worst paths after layout --
check | from | cells after the start | end
max | inst_mod_exp.current_state[3] | 17 | data_out[11]
max in group asynchronous | rst_n | 1 | inst_mod_exp.inst_mod_mul.current_state[0]
min in group asynchronous | rst_n | 1 | inst_mod_exp.inst_mod_mul.current_state[2]
max reg2reg | inst_mod_exp.current_state[3] | 17 | inst_mod_exp.e[11]
min reg2reg | inst_mod_exp.i_count_reg[2] | 2 | inst_mod_exp.i_count_reg[2]
min | inst_mod_exp.i_count_reg[2] | 2 | inst_mod_exp.i_count_reg[2]
No activity file was given, so power comes from the tool's default toggle rates.
