==> ./design.v <==
`timescale 1ns / 1ps
module mod_exp (
        x,
        y,
        clk,
        rst_n,
        start,
        z,
        done
    );
    parameter k = 192;
    parameter logk = 8;
    parameter m = 192'hfffffffffffffffffffffffffffffffeffffffffffffffff;   
    parameter exp_2k = 192'h000000000000000100000000000000020000000000000001;   
    localparam one = {{k - 1{1'b0}}, 1'b1};
    localparam minus_m = {1'b0, ~m + 1'b1};
    localparam exp_k = ~m + 1'b1;   
    localparam IDLE = 5'd0, LOAD = 5'd1, START_TY = 5'd2, UPDATE_TY = 5'd3, START_E = 5'd4, UPDATE_E = 5'd5, CHOOSE = 5'd6,
               START_E2 = 5'd7, UPDATE_E2 = 5'd8, UPDATE_I = 5'd9, JUDGE_I = 5'd10, START_Z = 5'd11, UPDATE_Z = 5'd12;
    input [k-1:0] x;
    input [k-1:0] y;
    input clk;
    input rst_n;
    input start;
    output [k-1:0] z;
    output done;
    reg done;
    wire [k-1:0] operand1, operand2;
    reg [k-1:0] e, ty, reg_x;
    reg [logk-1:0] i_count;
    wire [k-1:0] result;
    reg update_e, update_ty, update_i, load, start_mul;
    wire mul_done;
    reg [1:0] control;
    wire equal_zero, xi;
    reg [4:0] current_state;
    reg [4:0] next_state;
    reg start_reg, start_pedge;
    reg mul_done_reg, mul_done_pedge;
    mod_mul #(
                .k   (k),
                .logk(logk),
                .m   (m)
            ) inst_mod_mul (
                .x    (operand1),
                .y    (operand2),
                .clk  (clk),
                .rst_n(rst_n),
                .start(start_mul),
                .z    (result),
                .done (mul_done)
            );
    assign operand1 = (control == 2'b00) ? y : e;
    assign operand2 = (control==2'b00)? exp_2k:(control==2'b01)? e:(control==2'b10)? ty: one;
    assign z = result;
    always @(posedge clk) begin : register_e
        if (load == 1'b1)
            e <= exp_k;
        else if (update_e == 1'b1)
            e <= result;
    end
    always @(posedge clk) begin : register_ty
        if (update_ty == 1'b1)
            ty <= result;
    end
    always @(posedge clk) begin : shift_register
        if (load == 1'b1)
            reg_x <= x;
    end
    assign xi = reg_x[i_count];
    reg [logk-1:0] i_count_reg;
    always @(posedge clk) begin : counter
        if (load == 1'b1) begin
            i_count <= k-1;   
            i_count_reg <= k-1;  
        end
        else if (update_i == 1'b1) begin
            i_count <= i_count - 1'b1;
            i_count_reg <= i_count;
        end
    end
    always @(posedge clk or negedge rst_n) begin : proc_current_state
        if (~rst_n) begin
            current_state <= IDLE;
        end
        else begin
            current_state <= next_state;
        end
    end
    always @(*) begin
        case (current_state)
            IDLE:   
                next_state = start ? LOAD : IDLE;
            LOAD:   
                next_state = START_TY;
            START_TY:   
                next_state = mul_done ? UPDATE_TY : START_TY;
            UPDATE_TY:   
                next_state = START_E;
            START_E:   
                next_state = mul_done ? UPDATE_E : START_E;
            UPDATE_E:   
                next_state = CHOOSE;
            CHOOSE:   
                next_state = xi ? START_E2 : UPDATE_I;
            START_E2:   
                next_state = mul_done ? UPDATE_E2 : START_E2;
            UPDATE_E2:   
                next_state = UPDATE_I;
            UPDATE_I:   
                next_state = JUDGE_I;
            JUDGE_I:   
                next_state = i_count_reg == 'd0 ? START_Z : START_E;
            START_Z:   
                next_state = mul_done ? UPDATE_Z : START_Z;
            UPDATE_Z:   
                next_state = start ? UPDATE_Z : IDLE;
            default:
                next_state = IDLE;
        endcase
    end
    always @(*) begin
        case (current_state)
            IDLE: begin
                control = 2'd0;
                load = 1'b0;
                update_ty = 1'b0;
                update_e = 1'b0;
                update_i = 1'b0;
                start_mul = 1'b0;
                done = 1'b0;
            end
            LOAD: begin
                control = 2'd0;
                load = 1'b1;
                update_ty = 1'b0;
                update_e = 1'b0;
                update_i = 1'b0;
                start_mul = 1'b0;
                done = 1'b0;
            end
            START_TY: begin
                control = 2'd0;
                load = 1'b0;
                update_ty = 1'b0;
                update_e = 1'b0;
                update_i = 1'b0;
                start_mul = 1'b1;
                done = 1'b0;
            end
            UPDATE_TY: begin
                control = 2'd0;
                load = 1'b0;
                update_ty = 1'b1;
                update_e = 1'b0;
                update_i = 1'b0;
                start_mul = 1'b0;
                done = 1'b0;
            end
            START_E: begin
                control = 2'd1;
                load = 1'b0;
                update_ty = 1'b0;
                update_e = 1'b0;
                update_i = 1'b0;
                start_mul = 1'b1;
                done = 1'b0;
            end
            UPDATE_E: begin
                control = 2'd1;
                load = 1'b0;
                update_ty = 1'b0;
                update_e = 1'b1;
                update_i = 1'b0;
                start_mul = 1'b0;
                done = 1'b0;
            end
            CHOOSE: begin
                control = 2'd0;
                load = 1'b0;
                update_ty = 1'b0;
                update_e = 1'b0;
                update_i = 1'b0;
                start_mul = 1'b0;
                done = 1'b0;
            end
            START_E2: begin
                control = 2'd2;
                load = 1'b0;
                update_ty = 1'b0;
                update_e = 1'b0;
                update_i = 1'b0;
                start_mul = 1'b1;
                done = 1'b0;
            end
            UPDATE_E2: begin
                control = 2'd2;
                load = 1'b0;
                update_ty = 1'b0;
                update_e = 1'b1;
                update_i = 1'b0;
                start_mul = 1'b0;
                done = 1'b0;
            end
            UPDATE_I: begin
                control = 2'd0;
                load = 1'b0;
                update_ty = 1'b0;
                update_e = 1'b0;
                update_i = 1'b1;
                start_mul = 1'b0;
                done = 1'b0;
            end
            JUDGE_I: begin
                control = 2'd0;
                load = 1'b0;
                update_ty = 1'b0;
                update_e = 1'b0;
                update_i = 1'b0;
                start_mul = 1'b0;
                done = 1'b0;
            end
            START_Z: begin
                control = 2'd3;
                load = 1'b0;
                update_ty = 1'b0;
                update_e = 1'b0;
                update_i = 1'b0;
                start_mul = 1'b1;
                done = 1'b0;
            end
            UPDATE_Z: begin
                control = 2'd3;
                load = 1'b0;
                update_ty = 1'b0;
                update_e = 1'b0;
                update_i = 1'b0;
                start_mul = 1'b1;
                done = 1'b1;
            end
            default: begin
                control = 2'd0;
                load = 1'b0;
                update_ty = 1'b0;
                update_e = 1'b0;
                update_i = 1'b0;
                start_mul = 1'b0;
                done = 1'b0;
            end
        endcase
    end
endmodule
`timescale 1ns / 1ps
module mod_mul (
        input [k-1:0] x,
        input [k-1:0] y,
        input clk,
        input rst_n,
        input start,
        output [k-1:0] z,
        output done
    );
    parameter k = 192;
    parameter logk = 8;
    parameter m = 192'hfffffffffffffffffffffffffffffffeffffffffffffffff;
    localparam minus_m = {1'b0, ~m+1'b1};
    localparam IDLE = 3'd0, LOAD = 3'd1, UPDATE = 3'd2, ENDING = 3'd3;
    reg load, update, done;
    reg [2:0] current_state, next_state;
    reg [logk-1:0] count;
    always @(posedge clk) begin : counter
        if (load) begin
            count <= 0;
        end
        else if (update) begin
            count <= count + 1'b1;
        end
    end
    reg [k-1:0] reg_x;
    always @(posedge clk) begin : shift_register
        if (load) begin
            reg_x = x;
        end
    end
    wire xi;
    assign xi = reg_x[count];
    reg [k:0] p;
    wire [k+1:0] a;
    assign a = xi? (p + y) : p;
    wire [k+1:0] b;
    assign b = a + m;
    wire [k:0] half_a, half_b;
    assign half_a = a[k+1:1], half_b = b[k+1:1];
    wire [k:0] next_p;
    assign next_p = (a[0] == 1'b0) ? half_a : half_b;
    always @(posedge clk) begin : parallel_register
        if (load) begin
            p = 'b0;
        end
        else if (update) begin
            p = next_p;
        end
    end
    wire [k:0] p_minus_m;
    assign p_minus_m = next_p + minus_m;
    assign z = (p_minus_m[k] == 1'b0) ? next_p[k-1:0] : p_minus_m[k-1:0];
    always @(posedge clk, negedge rst_n) begin : proc_current_state
        if (~rst_n) begin
            current_state <= IDLE;
        end
        else begin
            current_state <= next_state;
        end
    end
    always @(*) begin
        case (current_state)
            IDLE:
                next_state = start ? LOAD : IDLE;
            LOAD:
                next_state = UPDATE;
            UPDATE:  
                next_state = count == (k-2) ? ENDING : UPDATE;
            ENDING:
                next_state = start ? ENDING : IDLE;
            default:
                next_state = IDLE;
        endcase
    end
    always @(*) begin
        case (current_state)
            IDLE: begin
                load = 1'b0;
                update = 1'b0;
                done = 1'b0;
            end
            LOAD: begin
                load = 1'b1;
                update = 1'b0;
                done = 1'b0;
            end
            UPDATE: begin
                load = 1'b0;
                update = 1'b1;
                done = 1'b0;
            end
            ENDING: begin
                load = 1'b0;
                update = 1'b0;
                done = 1'b1;
            end
            default: begin
                load = 1'b0;
                update = 1'b0;
                done = 1'b0;
            end
        endcase
    end
endmodule
`timescale 1ns / 1ps
module rsa_encoder (
        input clk,
        input rst_n,
        input start,
        input [k-1:0] data_in,
        output [k-1:0] data_out,
        output done
    );
    parameter p = 67, q = 5, n = 3551, t = 3432, e = 5, d = 1373;
    parameter exp_2k = 2292;   
    parameter k = 12;
    parameter logk = 4;
    mod_exp #(
                .k     (k),
                .logk  (logk),
                .m     (n),
                .exp_2k(exp_2k)
            ) inst_mod_exp (
                .x    (e),
                .y    (data_in),
                .clk  (clk),
                .rst_n(rst_n),
                .start(start),
                .z    (data_out),
                .done (done)
            );
endmodule
==> ./run.sh <==
#!/bin/bash
# OpenROAD 26Q1-2900-gdf79404cd8, Yosys 0.63+post, stock flow scripts
make -C /OpenROAD-flow-scripts/flow DESIGN_CONFIG=/design/flow/config.mk WORK_HOME=/design/flow/orfs finish
==> ./config.mk <==
export PLATFORM = sky130hd
export DESIGN_NAME = rsa_encoder
export DESIGN_NICKNAME = rsa_encoder
export VERILOG_FILES = /design/flow/design.v
export SDC_FILE = /design/flow/constraint.sdc
export NUM_CORES = 4
export LEC_CHECK = 1
export CORE_UTILIZATION = 40
==> ./constraint.sdc <==
current_design rsa_encoder

set clk_period 18.9
set clk_io_pct 0.2

create_clock -name clk0 -period $clk_period [get_ports {clk}]

set non_clock_inputs [all_inputs -no_clocks]
set_input_delay [expr $clk_period * $clk_io_pct] -clock clk0 $non_clock_inputs
set_output_delay [expr $clk_period * $clk_io_pct] -clock clk0 [all_outputs]
==> impl_metrics.tcl <==
# metrics dict for downstream scripts
set metrics [dict create \
    outcome "finished, final reports clean" \
    layout_top_cells "nor2_1, nand2_1, dfxtp_1, clkdlybuf4s50_1, o21ai_0" \
    syn_area_mm2 0.00466 \
    globalplace.congestion 0.915 \
    tightest_slew_ps 808 \
    finalNonFillerCells 663 \
    syn_area_per_cell_um2 9.40 \
    antenna_left 0 \
    numCtsBuffers 9 \
    yosysCellCount 496 \
    lay_top_count "nor2_1" \
    crit_fanout 13 \
    leakage_nw 2.17 \
    maxCapViolCount 0 \
    required_ps 15120 \
    numPlacedInstances 647 \
    clk_latency_ps 330 \
    ir_drop_uv 71.9 \
    grt_pass1_wl_um 18400 \
    edf_count 24 \
    largest_register_ffs 13 \
    vias 3719 \
    boundaryPins 28 \
    top_cell_area_share_pct 15.9 \
    slew_viol_final 0 \
    dr.pass1.iters 4 \
    coreArea_mm2 0.0114 \
    fmax_mhz 91.4 \
    cts_tree "built" \
    relSlewSlack_pct 46.1 \
    die_h_um 110 \
    setup_viol 0 \
    clockRootBuffer "clkbuf_16" \
    fin_hold_ws_ps 440 \
    cp-start-kind "flop" \
    dp_hpwl_um 8380 \
    ff_type "dfxtp_1" \
    cts.repair.resized 0 \
    finalCriticalPeriod_ps 10940 \
    holdBufCountCts 0 \
    drive_gt1_share_pct 13.1 \
    drc 0 \
    skew_ps 8.10 \
    synth_flops 69 \
    avgViaCountPerCell 5.61 \
    yosys_warnings 3 \
    warning_count 32 \
    finalWirelength_um 11200 \
    ctsHtreeMaxLevel 3 \
    numClockSinks 69 \
    first_global_vias 3608 \
    wl_per_cell_um 16.9 \
    rsz0062_at_grt "no" \
    cts_buffer_depth 2 \
    grt_max_degree 31 \
    synth_seq_share_pct 35.7 \
    grt_usage_pct 20.4 \
    place_worst_setup_slack_ps 8370 \
    netlist_instances 496 \
    synth.area.top_cells "dfxtp_1, edfxtp_1, ha_1, nor2_1, dfrtp_1" \
    power_density_mw_per_mm2 135 \
    synth_area_leader_cell "dfxtp_1" \
    holdCritPathClass "reg2reg" \
    postSynth.asyncResetShare_pct 11.6 \
    ys_area_mm2 0.00466 \
    syn2layout_area_growth_pct 14.8 \
    synth_cell_type_count 81 \
    drtIter0Drc 250 \
    arrival_ps 7160 \
    chipArea_mm2 0.0121 \
    antenna_found_initial 0 \
    overflow 0 \
    cts_setup_buffers 0 \
    antenna-diode-count 0 \
    crit_type "reg2out" \
    fillers 1033 \
    fin_crit_sh_pct 57.9 \
    io_buffers 27 \
    layout_setup_ws_ps 7960 \
    critPathCaptureType "output pin" \
    finalSetupTns_ps 0 \
    placementRows 39 \
    fp_util_pct 41.0 \
    hold_viol_final 0 \
    clkTransAtPathRegs_ps 60 \
    die_width_um 110 \
]
-- power by group --
| group | switching [mW] | total (mW) | internal (mW) |
|---|---|---|---|
| combinational | 0.177 | 0.322 | 0.145 |
| clock | 0.0686 | 0.186 | 0.118 |
| sequential | 0.0268 | 0.216 | 0.189 |
-- synthesized netlist by cell type (all sizes together) (8+ instances only) --
cell type,number
inv,17
o21ai,28
buf,10
dfxtp,37
mux2i,15
xnor2,20
nor2,53
nand3,14
and3,9
a21oi,23
nor3,12
nand2b,8
xor2,9
a211oi,10
clkbuf,13
edfxtp,24
nand2,41
mux2,14
ha,23
-- through the flow --
| stage | util, % | area [um^2] | power [mW] |
|---|---|---|---|
| 2_1_floorplan | - | 4660 | 0.443 |
| 3_3_place_gp | 44.2 | 5020 | 0.536 |
| 3_5_place_dp | 44.2 | 5020 | 0.538 |
| 4_1_cts | 47.1 | 5350 | 0.730 |
| 5_1_grt | 47.1 | 5350 | 0.778 |
| 6_report | 47.1 | 5350 | 0.724 |
-- cell type report --
class                      count  area, um^2  area share (%)
timing repair buffer          31         300            5.61
tap                          143         179            3.34
inverter                      17        63.8            1.19
multi-input combinational    387        2810            52.6
clock inverter                 7         105            1.96
sequential                    69        1660            31.1
clock buffer                   9         225            4.21
-- cell families (layout without fill, tap and decap cells) --
kind of cell	Yosys count	count (layout)	synth area share (%)
DFF	69	69	35.7
and+or+nand+nor	170	170	18.0
adders and majority gates	25	25	6.82
AOI/OAI and AO/OA	129	129	21.0
xor gates and xnor gates	30	30	5.96
muxes	33	33	8.62
buffers and inverters	40	64	3.97
-- per-layer routing --
layer  track usage, %  routed length (um)  part of all wire [%]
met3             4.47                 485                   4.3
met2             32.0                5170                    46
met5                0                   0                     0
met1             30.3                5430                    48
met4             2.86                 146                   1.3
-- final timing paths --
| path | from | end | slack (ps) | depth (start not counted) |
|---|---|---|---|---|
| worst max-delay path | inst_mod_exp.current_state[1] | data_out[7] | 7960 | 21 |
| worst max register to register | inst_mod_exp.current_state[1] | inst_mod_exp.e[7] | 12360 | 21 |
| max in group asynchronous | rst_n | inst_mod_exp.inst_mod_mul.current_state[0] | 14870 | 1 |
| worst min register to register | inst_mod_exp.i_count_reg[2] | inst_mod_exp.i_count_reg[2] | 440 | 2 |
| worst min-delay path | inst_mod_exp.i_count_reg[2] | inst_mod_exp.i_count_reg[2] | 440 | 2 |
| min in group asynchronous | rst_n | inst_mod_exp.current_state[3] | 3720 | 1 |
-- critical path: stages, from the launching register on --
cell and delay, ps:
dfrtp_1 430, inv_1 110, ha_1 300, nand2_1 120, o21ai_0 90, a22oi_1 640, nand2b_1 540, and2_1 410
a22o_1 250, fa_1 460, a211oi_1 230, o21ai_1 170, o21a_1 230, o31ai_2 460, nor3_2 160, o22ai_2 210
o221ai_2 170, a211oi_2 670, nor2_4 130, mux2i_1 170, xnor2_1 350, clkdlybuf4s50_1 530
Power is estimated from default activity; no workload was simulated.
